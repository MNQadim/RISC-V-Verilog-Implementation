File: flow/design.v
module ALU(ALUControl, a, b, zero, neg, w);
    parameter N = 32;
    input [2:0] ALUControl;
    input signed [N-1:0] a, b;
    output zero, neg;
    output reg signed [N-1:0] w;
    always @(a or b or ALUControl) begin
        case (ALUControl)
            3'b000   :  w = a + b;
            3'b001   :  w = a - b;
            3'b010   :  w = a & b;
            3'b011    :  w = a | b;
            3'b101   :  w = a < b ? 32'd1 : 32'd0;
            3'b100   :  w = a ^ b;
            default:  w = {N{1'bz}};
        endcase
    end
    assign zero = (~|w);
    assign neg = w[N-1];
endmodule
File: flow/run.sh
#!/bin/bash
# OpenROAD 26Q1-2900-gdf79404cd8, Yosys 0.63+post, stock flow scripts
make -C /OpenROAD-flow-scripts/flow DESIGN_CONFIG=/design/flow/config.mk WORK_HOME=/design/flow/orfs finish
File: flow/config.mk
export PLATFORM = sky130hd
export DESIGN_NAME = ALU
export DESIGN_NICKNAME = ALU
export VERILOG_FILES = /design/flow/design.v
export SDC_FILE = /design/flow/constraint.sdc
export NUM_CORES = 4
export LEC_CHECK = 1
export CORE_UTILIZATION = 50
File: flow/constraint.sdc
current_design ALU

set clk_period 21.4
set clk_io_pct 0.2

create_clock -name clk0 -period $clk_period

set non_clock_inputs [all_inputs -no_clocks]
set_input_delay [expr $clk_period * $clk_io_pct] -clock clk0 $non_clock_inputs
set_output_delay [expr $clk_period * $clk_io_pct] -clock clk0 [all_outputs]
==> impl_metrics.ini <==
; physical design summary
[synthesis]
avgSynthCellArea_sq_um = 6.572
synth.yosys.num_cells = 910
yosysChipArea_sq_um = 5981
mux_area_share_pct = 1.695
adder_share_pct = 20.75
synth_seq_share_pct = 0
post_synth_num_cell_types = 90
mappedNetlistArea_sq_um = 5981
netlist_top_cells_area = sky130_fd_sc_hd__ha_1 20%, sky130_fd_sc_hd__a21oi_1 6.4%, sky130_fd_sc_hd__inv_1 6.1%, sky130_fd_sc_hd__o21ai_0 5.4%, sky130_fd_sc_hd__nor2_1 5.0%
syn_inst = 910
synth-compound-area-share_pct = 41.69
synthesis.yosys.warnings = 2
area_share_top_type_pct = 20.08
synth.comb.largest_family = AND-OR/OR-AND gates
netlist.top_cell.by_area = sky130_fd_sc_hd__ha_1
synth_xor_xnor_area_share_pct = 1.025
ys_sh_simple_pct = 24.02

[power_and_ir_drop]
static_power_due_to_leakage_nw = 3.072
vdd_drop_max_mv = 0.01500
pwr_density_cell_nw_per_um2 = 29.30

[grt]
pin_count_of_the_biggest_net_entering_global_routing = 57
grt_pass1_vias = 6533
grt_util_all_layers_pct = 34.73
global_route_wire_length_before_repair_um = 34400
sum_of_overflow_across_all_layers_after_global_routing = 0
antenna_found_initial = 0

[drt]
residual_drc_count = 0
drt_iter0_markers = 756
post_drt_via_cell_ratio = 6.587
routedWlPerCell_um = 19.58
diodes = 0
route.vias.total = 7279
totalWireLength_um = 21640
number_of_detailed_route_iterations_in_the_first_pass = 23
drt.antenna.violating_nets = 0

[floorplanning]
fp.dieArea_sq_um = 12400
die-width_um = 111.4
core_area_sq_um = 11520
initial_utilization_pct = 51.93
pin_count = 101
floorplan.die.height_um = 111.4
placement_rows = 39

[timing]
worst_slew_margin_rel_pct = 28.41
setup_total_negative_slack_ns = 0
timing.final.crit_period_ns = 13.28
rsz_0062_raised_after_global_routing = no
final_min_period_over_clock_period_pct = 62.08
timing_hold_violations_final = 0
setup_viol = 0
timing.final.ws_setup_ns = 8.116
maxSlewViolCount = 0
maxClockFrequency_mhz = 75.28
timing_worst_slew_pin_value_ns = 1.060

[run]
drv.max_cap_violation_count = 0
stage_log_warnings = 97

[clocking]
postCtsSetupBuffers = 0
cts.hold.buffers_added = 0
cts-resized-gates = 0

[cells_and_area]
flop_area_sq_um = 0
flops = 0
filler_cell_count = 1069
syn2layout_area_growth_pct = 16.28
final.clkbuf_count = 0
layout_cell_share_with_drive_strength_beyond_1_pct = 4.678
final_cell_mix = 100 x sky130_fd_sc_hd__clkdlybuf4s50_1, 97 x sky130_fd_sc_hd__inv_1, 96 x sky130_fd_sc_hd__ha_1
layout_top_cell_excl_fill_tap = sky130_fd_sc_hd__clkdlybuf4s50_1
multi_input_logic_area_sq_um = 5341

[placement]
port-buffer-count = 101
dp_worst_setup_slack_ns = 8.235
globalplace.congestion = 1.032
hpwlAfterDp_um = 16620

[status]
result_of_the_run = finished, final reports clean

[critical_path]
start_kind = primary input
worst_path_fanout_max = 11
worst_setup_path_startpoint = a[5]
critical_path.endpoint = zero
worstSetupEndpointType = output pin
worst_ep_required_time_ns = 17.12
worstPathArrival_ns = 9.00
worstSetupPathType = in -> out

[min_path]
hp-class = in -> out
[layout make-up]
class,count,area share (%)
Timing Repair Buffer,108,15.22
Tap cell,143,2.573
Multi-Input combinational cell,754,76.81
Inverter,100,5.398
[through the flow]
step	std cells	area (sq um)	util [%]	hold slack, ns	power, mW
final	1105	6954	60.39	9.766	0.2037
after global routing	1105	6954	60.39	9.849	0.2206
after CTS	1105	6954	60.39	9.757	0.1991
after detailed placement	1105	6954	60.39	9.743	0.1978
after global placement	1105	6954	60.39	9.764	0.1975
after floorplan	910	5981	-	8.780	0.1258
[cell usage after synthesis, drive strengths merged, types with 4 or more instances]
cell / count
inv: 99
ha: 96
a21oi: 79
nor2: 79
o21ai: 70
nand2: 67
buf: 30
clkbuf: 26
a211oi: 23
nor3: 21
a21o: 20
nand3: 16
o211ai: 16
nand2b: 15
nor4: 14
a22oi: 13
nor2b: 13
o21bai: 13
nand4: 11
o31ai: 11
a31oi: 10
o21a: 10
mux2i: 9
o22ai: 9
a2111oi: 8
a221oi: 7
a2bb2oi: 7
and2: 7
o221a: 6
or2: 6
xnor2: 6
o221ai: 5
o311ai: 5
or3: 5
or4: 5
a21boi: 4
o31a: 4
o41ai: 4
[how the worst min path moves through the flow]
stage	from	to	slack [ns]	depth (start not counted)
5_1_grt	ALUControl[0]	w[5]	9.85	6
6_report	ALUControl[0]	w[5]	9.77	6
4_1_cts	ALUControl[0]	w[5]	9.76	6
[critical path, cell delays in order]
cell                              delay [ns]
sky130_fd_sc_hd__clkdlybuf4s50_1        0.51
sky130_fd_sc_hd__inv_1                  0.06
sky130_fd_sc_hd__ha_1                   0.50
sky130_fd_sc_hd__o211ai_1               0.19
sky130_fd_sc_hd__o211a_1                0.33
sky130_fd_sc_hd__o2111ai_1              0.51
sky130_fd_sc_hd__nand2b_1               0.11
sky130_fd_sc_hd__o21ai_0                0.37
sky130_fd_sc_hd__mux2i_1                0.23
sky130_fd_sc_hd__nand3_1                0.16
sky130_fd_sc_hd__or4b_1                 0.60
sky130_fd_sc_hd__nor4_2                 0.26
sky130_fd_sc_hd__nand4b_1               0.21
sky130_fd_sc_hd__nor4_2                 0.18
sky130_fd_sc_hd__clkdlybuf4s50_1        0.49
[report_power, final]
part,internal (mW),switching [mW],total (mW)
clock network,0,0,0
logic,0.0872,0.117,0.204
registers,0,0,0
[per-layer routing]
layer	GRT usage, %	vias up	wire [um]
met1	48.88	3301	9081
met3	5.596	52	2380
met5	0	-	0
met2	54.96	450	9632
met4	10.00	0	542
li1	-	3476	-
[kinds of logic (layout without fill, tap and decap cells)]
family | after synthesis | after routing
multiplexers | 10 | 10
buffers and inverters | 156 | 208
adder cells (fa/ha/maj) | 98 | 98
XOR/XNOR | 7 | 7
AND-OR/OR-AND | 358 | 358
AND/OR/NAND/NOR | 281 | 281
No activity file was given, so power comes from the tool's default toggle rates.
