## flow/config.mk

```make
export PLATFORM = sky130hd
export DESIGN_NAME = RegisterFile
export DESIGN_NICKNAME = RegisterFile
export VERILOG_FILES = /design/flow/design.v
export SDC_FILE = /design/flow/constraint.sdc
export NUM_CORES = 4
export LEC_CHECK = 1
export CORE_UTILIZATION = 30
```

## flow/constraint.sdc

```tcl
current_design RegisterFile

set clk_period 7.5
set clk_io_pct 0.2

create_clock -name clk0 -period $clk_period [get_ports {clk}]

set non_clock_inputs [all_inputs -no_clocks]
set_input_delay [expr $clk_period * $clk_io_pct] -clock clk0 $non_clock_inputs
set_output_delay [expr $clk_period * $clk_io_pct] -clock clk0 [all_outputs]
```

## flow/design.v

```verilog
module RegisterFile(clk, regWrite,
                    readRegister1, readRegister2,
                    writeRegister, writeData,
                    readData1, readData2);
    parameter WordLen = 32;
    parameter WordCount = 32;
    input regWrite, clk;
    input [$rtoi($ceil($clog2(WordCount)))-1:0] readRegister1, readRegister2, writeRegister;
    input [WordLen-1:0] writeData;
    output [WordLen-1:0] readData1, readData2;
    reg [WordLen-1:0] registerFile [0:WordCount-1];
    initial 
        registerFile[0] = 32'd0;
    always @(posedge clk) begin
        if (regWrite & (|writeRegister))
            registerFile[writeRegister] <= writeData;
    end
    assign readData1 = registerFile[readRegister1];
    assign readData2 = registerFile[readRegister2];
endmodule
```

## flow/run.sh

```bash
#!/bin/bash
# OpenROAD 26Q1-2900-gdf79404cd8, Yosys 0.63+post, stock flow scripts
make -C /OpenROAD-flow-scripts/flow DESIGN_CONFIG=/design/flow/config.mk WORK_HOME=/design/flow/orfs finish
```

==> impl_metrics.ini <==
; physical design summary
[flow_run]
drv_cap = 0
tool_warnings = 26

[routing]
vias = 30800
detail-route-antenna-nets = 0
avgViaCountPerCell = 5.35
wl_met2_um = 70500
diodes = 0
wl_met1_um = 54900
drc_errors = 0
finalWirelength_um = 154000
first_iter_violations = 1945
wl_met3_um = 24800
top_layer_used = met5
routedWlPerCell_um = 26.8
drt_first_pass_iters = 5

[sta]
tns_ns = 0
worst_slew_pin_slew_ns = 0.939
finalSetupViolations = 0
fin_crit_ns = 6.23
hold_viol = 0
max_freq_ghz = 0.161
period_used_share = 0.830
rsz0062_at_grt = false
slew_headroom = 0.372
slew_violations = 0
fin_ws_ns = 1.27

[grt]
grt.total_usage = 0.197
grt_pass1_wl_um = 220000
grt_pass1_vias = 31900
grt_max_degree = 87
antenna_found_initial = 11
grt_overflow = 0

[clock_tree]
postCtsHoldBufs = 0
cts.clk_slew.worst_paths_ns = 0.06
cts_repair_resize_count = 0
clock_sinks = 1024
cts_tree = done
cts_buffer_depth = 3
cts.root.buffer_cell = clkbuf_16
cts_made_buffers = 100
cts_max_level = 3
cts_setup_buffers = 0

[yosys]
yosys.area.top_type_share = 0.631
synth_area_um2 = 48800
synth.distinct_cells = 24
synth.avg_cell_area_um2 = 14.4
ys_seq_frac = 0.631
syn_inst = 3386
ys_ff = 1024
yosys-stat-cells = 3386
ys_warn_count = 1
top_area_cell = edfxtp_1
ys_area_um2 = 48800
area_leaders = edfxtp_1, mux2i_1, a22oi_1

[min_path]
hold_path.class = primary input to register
hold_path_end = registerFile[30][3]$_DFFE_PP_
hold-path-cell-count = 2
min_from = writeData[3]

[critical_path]
end_kind = primary output
arrival_ns = 4.73
crit_type = primary input to primary output
critPathLaunchType = primary input
crit_fanout = 32
worst_ep_required_time_ns = 6.00

[floorplanning]
core_um2 = 161000
dieArea_um2 = 164000
io_pins = 113
rows = 147
fp.dieW_um = 405
die_y_um = 405
fp_util = 0.303

[cells_and_area]
largest_reg_flops = 1024
logic_area_um2 = 16900
regMostFlops = registerFile
regArea_um2 = 30700
areaGrowthSynthToFinish_pct = 14.4
fillers = 15100
layout-drive-gt1-share = 0.0924
largestRegisters = registerFile: 1024 flops

[pwr]
p_leak_nw = 20.2
fin_total_pwr_mw = 12.3
pwr_density_cell_nw_per_um2 = 221
ir_drop_uv = 175

[placement]
dpl_worst_slack_ns = 1.36
io_buffers = 112
dp_hpwl_um = 83700
gp_congestion = 0.850

[run_status]
status = complete, no violations
==> cells by family (layout without fill, tap and decap cells) <==
logic type	after synthesis	in the layout	synth area share
AND-OR/OR-AND	576	576	0.0805
flip-flops	1024	1024	0.631
AND/OR/NAND/NOR	508	508	0.0471
multiplexers	1024	1024	0.210
buffers and inverters	253	431	0.0315
other	1	32	0.0000769
==> routing by layer <==
| metal | up-vias | global-route usage |
|---|---|---|
| met5 | - | 0.00743 |
| met1 | 15100 | 0.232 |
| met4 | 22 | 0.0427 |
| met3 | 249 | 0.138 |
| li1 | 13600 | - |
| met2 | 1782 | 0.296 |
==> cell usage in the layout (no fill, tap or decap) <==
cell	count
clkinvlp_4	5
buf_12	19
conb_1	32
nor3_1	64
clkdlybuf4s50_1	110
nand3b_1	5
or3b_2	3
clkinv_1	17
nand3_1	194
nand2_2	2
a22o_1	128
a21oi_1	192
nor2b_4	4
and2_4	2
or2_2	2
bufinv_16	4
a31oi_1	64
nand2_1	193
clkinv_4	1
buf_8	2
nor2_1	1
mux2i_1	1024
a22oi_1	192
or3_1	1
nor2_4	33
clkbuf_16	103
inv_6	1
clkinv_2	23
clkbuf_1	22
nand2b_2	4
buf_4	124
edfxtp_1	1024
==> worst max-delay path by stage <==
stage / end / from / slack, ns
after CTS: readData1[10] / readRegister1[0] / 1.35
final: readData1[10] / readRegister1[0] / 1.27
after global routing: readData1[10] / readRegister1[0] / 1.17
==> power breakdown <==
part           total, mW  internal, mW  switching [mW]  leakage, nW
Sequential          6.41          6.38          0.0321         9.25
Combinational       1.19         0.453           0.733         9.46
Clock               4.75          2.63            2.11         1.48
==> critical path, cell delays in order <==
cell and delay, ns:
clkdlybuf4s50_1 0.78, and2_4 0.66, buf_4 0.55, a22o_1 0.24, nor3_1 0.05, a31oi_1 0.20
nand3_1 0.21, clkdlybuf4s50_1 0.48
==> cell usage after synthesis <==
cell type,n
clkbuf_1,82
or2_2,2
edfxtp_1,1024
a22oi_1,192
nor2_1,34
nor3_1,64
nand3_1,194
conb_1,1
buf_2,62
buf_6,37
clkbuf_4,4
and2_1,2
nor2b_1,4
buf_1,11
or3_1,1
or3b_2,3
a31oi_1,64
buf_4,57
nand2_1,195
a22o_1,128
nand2b_1,4
nand3b_1,5
a21oi_1,192
mux2i_1,1024
==> per-stage QoR <==
| step | utilization | hold slack (ns) | instances | cell area (µm²) |
|---|---|---|---|---|
| floorplan | - | 1.60 | 3417 | 48900 |
| global placement | 0.328 | 2.32 | 5579 | 52800 |
| detailed placement | 0.328 | 2.33 | 5579 | 52800 |
| CTS | 0.347 | 1.59 | 5755 | 55800 |
| global route | 0.347 | 1.64 | 5755 | 55800 |
| finish | 0.347 | 1.63 | 5755 | 55800 |
==> cell type report <==
class | count | area share
Clock inverter | 51 | 0.00635
Multi-Input combinational cell | 2140 | 0.303
Timing Repair Buffer | 255 | 0.0438
Tap cell | 2160 | 0.0484
Sequential cell | 1024 | 0.551
Clock buffer | 125 | 0.0477
Power and IR drop assume default switching activity.
