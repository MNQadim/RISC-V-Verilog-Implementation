### /design/flow/design.v
module ALU_Controller(func3, func7, ALUOp, ALUControl);
    input [2:0] func3;
    input [1:0] ALUOp;
    input func7;  
    output reg [2:0] ALUControl;
    always @(ALUOp or func3 or func7)begin
        case (ALUOp)
            2'b00   : ALUControl <= 3'b000;
            2'b01   : ALUControl <= 3'b001;
            2'b10   : ALUControl <= 
                        (func3 == 3'b000 & ~func7) ? 3'b000:
                        (func3 == 3'b000 & func7)  ? 3'b001:
                        (func3 == 3'b111) ? 3'b010:
                        (func3 == 3'b110) ? 3'b011:
                        (func3 == 3'b010) ? 3'b101 : 3'bzzz;
            2'b11   : ALUControl <=  
                        (func3 == 3'b000) ? 3'b000:
                        (func3 == 3'b100) ? 3'b100:
                        (func3 == 3'b110) ? 3'b011:
                        (func3 == 3'b010) ? 3'b101: 3'bzzz;
            default: ALUControl <= 3'b000;
        endcase
    end
endmodule
module BranchController(func3, branch, neg, zero, w);
    input branch, zero, neg;
    inout [2:0] func3;
    output reg w;
    always @(func3, zero, neg, branch) begin
        case (func3)
            3'b000   : w <= branch & zero;
            3'b001   : w <= branch & ~zero;
            3'b010   : w <= branch & neg;
            3'b011   : w <= branch & (zero | ~neg);
            default: w <= 1'b0;
        endcase
    end
endmodule
module MainController(clk, rst, op, zero, neg,
                      PCUpdate, adrSrc, memWrite, branch,
                      IRWrite, resultSrc, ALUOp, 
                      ALUSrcA, ALUSrcB, immSrc, regWrite);
    input [6:0] op;
    input clk, rst, zero , neg;
    output reg [1:0]  resultSrc, ALUSrcA, ALUSrcB, ALUOp;
    output reg [2:0] immSrc;
    output reg adrSrc, regWrite, memWrite, PCUpdate, branch, IRWrite;
    reg [4:0] pstate;
    reg [4:0] nstate = 5'b00000;
    always @(*) begin
        case (pstate)
            5'b00000   : nstate <= 5'b00001;
            5'b00001  : nstate <= (op == 7'b0010011)    ? 5'b00010     :
                                 (op == 7'b0110011)    ? 5'b00011     :
                                 (op == 7'b1100011)    ? 5'b00100     :
                                 (op == 7'b0110111)    ? 5'b01111    :                                    
                                 (op == 7'b1101111)    ? 5'b00101     :
                                 (op == 7'b0100011)    ? 5'b00111     :
                                 (op == 7'b0000011)    ? 5'b01010     : 5'b00000;  
            5'b00010 : nstate <= 5'b01110;
            5'b01110: nstate <= 5'b00000;
            5'b00011 : nstate <= 5'b01110;
            5'b01110: nstate <= 5'b00000;
            5'b00100 : nstate <= 5'b00000;
            5'b00101 : nstate <= 5'b11010;
            5'b11010 : nstate <= 5'b00000;
            5'b00111 : nstate <= 5'b01101;
            5'b01101: nstate <= 5'b00000;
            5'b01010 : nstate <= 5'b01011;
            5'b01011: nstate <= 5'b10001;
            5'b10001 : nstate <= 5'b00000;
            5'b01111: nstate <= 5'b00000;
        endcase
    end
    always @(pstate) begin
        {resultSrc, memWrite, ALUOp, ALUSrcA, ALUSrcB, immSrc, 
                regWrite, PCUpdate, branch, IRWrite} <= 14'b0;
        case (pstate)
            5'b00000 : begin
                IRWrite   <= 1'b1;
                adrSrc    <= 1'b0;
                ALUSrcA   <= 2'b00;
                ALUSrcB   <= 2'b10;
                ALUOp     <= 2'b00;
                resultSrc <= 2'b10;
                PCUpdate  <= 1'b1;
            end
            5'b00001: begin
                ALUSrcA   <= 2'b01;
                ALUSrcB   <= 2'b01;
                ALUOp     <= 2'b00;
                immSrc    <= 3'b010;
            end
            5'b00010: begin 
                ALUSrcA   <= 2'b10;
                ALUSrcB   <= 2'b01;
                immSrc    <= 3'b000;
                ALUOp     <= 2'b11;
            end
            5'b01010: begin 
                ALUSrcA   <= 2'b10;
                ALUSrcB   <= 2'b01;
                immSrc    <= 3'b000;
                ALUOp     <= 2'b00;
            end
            5'b01011: begin
                resultSrc <= 2'b00;
                adrSrc    <= 1'b1;
            end
            5'b10001: begin
                resultSrc <= 2'b01;
                regWrite  <= 1'b1;
            end
            5'b00011: begin
                ALUSrcA   <= 2'b10;
                ALUSrcB   <= 2'b00;
                ALUOp     <= 2'b10;
            end
            5'b00100: begin
                ALUSrcA   <= 2'b10;
                ALUSrcB   <= 2'b00;
                ALUOp     <= 2'b01;
                resultSrc <= 2'b00;
                branch    <= 1'b1;
            end
            5'b00101: begin
                ALUSrcA   <= 2'b01;
                ALUSrcB   <= 2'b01;
                ALUOp     <= 2'b00;
                resultSrc <= 2'b00;
            end
            5'b00111: begin
                ALUSrcA   <= 2'b10;
                ALUSrcB   <= 2'b01;
                ALUOp     <= 2'b00;
                immSrc    <= 3'b001;
            end
            5'b01101: begin
                resultSrc <= 2'b00;
                adrSrc    <= 1'b1;
                memWrite  <= 1'b1;
            end
            5'b01111: begin
                resultSrc <= 2'b11;
                immSrc    <= 3'b100;
                regWrite  <= 1'b1;
            end
            5'b01110: begin
                resultSrc <= 2'b00;
                regWrite  <= 1'b1;
            end
            5'b11010: begin
                resultSrc <= 2'b00;
                regWrite  <= 1'b1;
                PCUpdate  <= 1'b1;
            end
        endcase
    end
    always @(posedge clk or posedge rst) begin
        if (rst)
            pstate <= 5'b00000;
        else
            pstate <= nstate;
    end
endmodule
module RISC_V_Controller(clk, rst, op, func3, func7, zero, neg,
                    PCWrite, adrSrc, memWrite,
                    IRWrite, resultSrc, ALUControl,
                    ALUSrcA, ALUSrcB, immSrc, regWrite);
    input [6:0] op;
    input [2:0] func3;
    input clk, rst, zero , neg, func7;
    output PCWrite, adrSrc, memWrite, IRWrite, regWrite;
    output [1:0] resultSrc, ALUSrcA, ALUSrcB;
    output [2:0] ALUControl, immSrc;
    wire PCUpdate, branch, branchRes;
    wire[1:0] ALUOp;
    MainController mainController(
        .clk(clk), .rst(rst), .op(op),
        .zero(zero), .neg(neg), .PCUpdate(PCUpdate),
        .adrSrc(adrSrc), .memWrite(memWrite),
        .branch(branch), .resultSrc(resultSrc),
        .ALUSrcA(ALUSrcA), .ALUSrcB(ALUSrcB),
        .immSrc(immSrc), .regWrite(regWrite),
        .IRWrite(IRWrite), .ALUOp(ALUOp)
    );
    ALU_Controller ALUController(
        .func3(func3), .func7(func7), .ALUOp(ALUOp), .ALUControl(ALUControl)
    );    
    BranchController branchController(
        .func3(func3), .branch(branch), 
        .neg(neg), .zero(zero), .w(branchRes)
    ); 
    assign PCWrite = (PCUpdate | branchRes);    
endmodule
### /design/flow/config.mk
export PLATFORM = sky130hd
export DESIGN_NAME = RISC_V_Controller
export DESIGN_NICKNAME = RISC_V_Controller
export VERILOG_FILES = /design/flow/design.v
export SDC_FILE = /design/flow/constraint.sdc
export NUM_CORES = 4
export LEC_CHECK = 1
export CORE_AREA = 10 10 82 82
export DIE_AREA = 0 0 92 92
### /design/flow/constraint.sdc
current_design RISC_V_Controller

set clk_period 2.3
set clk_io_pct 0.2

create_clock -name clk0 -period $clk_period [get_ports {clk}]

set non_clock_inputs [all_inputs -no_clocks]
set_input_delay [expr $clk_period * $clk_io_pct] -clock clk0 $non_clock_inputs
set_output_delay [expr $clk_period * $clk_io_pct] -clock clk0 [all_outputs]
### /design/flow/run.sh
#!/bin/bash
# OpenROAD 26Q1-2900-gdf79404cd8, Yosys 0.63+post, stock flow scripts
make -C /OpenROAD-flow-scripts/flow DESIGN_CONFIG=/design/flow/config.mk WORK_HOME=/design/flow/orfs finish
==> notes.md <==
flow finished, numbers: clock transition at the registers of the reported paths=~0.030 ns, Layout area overhead=73.49%, first-pass GRT wire length=roughly 4400 µm, status=complete, no violations, Worst Hold Class=primary input to asynchronous set/reset pin, All-Layer GR Usage=5.982%, final antenna-violating net count=0, vias per cell=roughly 4.5, worst slew pin tran=0.4220 ns, MI comb area=between 600 and 700 µm², endpoints left unconstrained=12, Synth area leader=dfrtp_1, CTS Buffer Depth=2, # DRC=0, Placement Cell Area=~1300 µm², # Max-Cap Violations=0, Site Rows=26, antenna cells=0, Mapped Cells=134, post-route setup slack=between 0.08 and 0.09 ns, leakage power=about 0.66 nW, Ports=32, number of OpenROAD warnings=27, Yosys Chip Area=roughly 890 µm², post-route cell area=around 1500 µm², setup_tns=0 ns, yosys cell count=~130, hold_buf cts=0, port bufs=31, crit path kind=register to primary output, register area=~220 µm², share of layout cells above drive strength 1=roughly a quarter, chip area=8464 µm², Core Region=5075 µm², vias in the first global route=about 940, Pre-Place Util=between 10% and 20%, yosys warning tally=5, die width=92 µm, post-layout period usage of the worst path=96.26%, Power Density=roughly 200 nW/µm², die height=92 µm, pin count of the biggest net entering global routing=27, Post-Layout Cell Count=249, register pins left without a clock=6, final total power=between 0.3 and 0.4 mW, final hold slack=roughly 0.46 ns, critical path peak fanout=7, final slew viol count=0, worst IR drop on VDD=around 120 µV, dominant logic cell type in the layout=clkdlybuf4s50_1, post-layout util=between 30% and 40%, Area contributors post-synth=dfrtp_1 14%, dlxtn_1 10%, nor2_1 9.3%, DPL Wire Length=2069 µm, Seq cells post-synth=11, average size of a mapped cell=about 6.7 µm², fillers=around 550, placed insts=around 240, total gr overflow=0, DRT Pass-1 Iters=5, Worst Path Arrival=approximately 1.8 ns, DRT iter0 DRCs=between 80 and 90, Distinct cells, synth=39, Place WS=-0.2660 ns, global placement routability congestion=around 0.85, DR WL/cell=~11 µm, WL final=2818 µm, crit path DRT=between 1.5 and 2 ns, total number of vias=~1100, unrepaired setup endpoints after global routing=yes, final hold violation count=0, CTS Buf Count=3, max_slew headroom=slightly above 70%, Root Driver=clkbuf_8, Setup crit start kind=register, initial antenna violation count=0, # setup viols final=0, Setup crit end kind=primary output, H-tree levels=1, max frequency=between 400 and 500 MHz, most frequent cells in the layout=21 x clkdlybuf4s50_1, 20 x nor2_1, 16 x buf_4, Post-Synthesis Cell Area=between 800 and 900 µm², CTS tree=yes, minimum clock period=2.214 ns, Area leader share=14.03%
[layer usage]
| metal | track usage [%] | share of wire (%) | vias up | wire, µm |
|---|---|---|---|---|
| met3 | 1.236 | 5.4 | 4 | 153 |
| met4 | 1.157 | 1.3 | 0 | 37 |
| met2 | 8.941 | 44 | 34 | 1249 |
| met5 | 0 | 0 | - | 0 |
| li1 | - | - | 569 | - |
| met1 | 8.715 | 49 | 507 | 1377 |
[cells in the mapped netlist]
library cell  instances
nor2_1               22
nand2_1              13
a21oi_1              12
o21ai_0               9
clkbuf_1              7
nor3_1                7
dlxtn_1               6
dfrtp_1               5
inv_1                 5
nand2b_1              5
nand3b_1              4
a31oi_1               3
a211oi_1              2
a311oi_1              2
and3_1                2
buf_1                 2
buf_6                 2
nand3_1               2
nor3b_1               2
or2_2                 2
or4b_2                2
a2111oi_0             1
a221o_1               1
a22o_1                1
a31o_2                1
and2_1                1
and4b_1               1
buf_2                 1
mux2_2                1
nand4_1               1
nor4_1                1
o21a_1                1
o311a_1               1
o31ai_1               1
o41ai_1               1
or2_1                 1
or3_1                 1
or4_4                 1
xor2_1                1
[flip-flops by register name, summed over array words and instances (netlist names)]
register and flops:
mainController.adrSrc 1, mainController.nstate 5, mainController.pstate 5
[timing repair]
item                                    CTS  global route
setup buffers                             2             7
endpoints found under the setup margin    9             5
gates resized                            18            13
pin swaps                                 4             3
endpoints found under the hold margin     0             0
cloned                                    0             1
[worst max-delay path, stage by stage, from the launching register on]
cell and delay [ns]:
dfrtp_1 0.37, buf_6 0.14, buf_4 0.15, nor2_2 0.13, nand2_1 0.08, o21ai_2 0.06
a31o_2 0.16, clkdlybuf4s50_1 0.46
[area by class of cell]
type	instances	area share, %
Multi-Input combinational cell	106	42.68
Timing Repair Buffer	53	33.55
Sequential cell	11	13.99
Tap cell	70	5.659
Clock buffer	4	2.910
Inverter	5	1.213
[cell families (layout without fill, tap and decap cells)]
logic type      count (synthesis)  after routing  share of synthesized area, %
simple gates                   68             68                         39.27
compound gates                 36             36                         25.39
buf+inv                        17             62                         8.977
latches                         6              6                         10.10
flops                           5              5                         14.03
xor+xnor                        1              1                        0.9819
mux                             1              1                         1.262
[where the power goes]
group          switching (mW)  total [mW]  internal, mW
clock network          0.0406       0.159         0.119
logic                  0.0297      0.0666        0.0369
registers            0.000233      0.0898        0.0896
[how the worst max path moves through the flow]
stage | to | slack [ns] | depth (start not counted) | from
5_1_grt | ALUControl[0] | -0.04 | 5 | mainController.pstate[3]
6_report | regWrite | 0.09 | 7 | mainController.pstate[1]
4_1_cts | IRWrite | -0.03 | 5 | mainController.pstate[4]
Power and IR drop assume default switching activity.
